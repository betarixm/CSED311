--- flow/config.mk ---
export PLATFORM = sky130hd
export DESIGN_NAME = external_device
export DESIGN_NICKNAME = external_device
export VERILOG_FILES = /design/flow/design.v
export SDC_FILE = /design/flow/constraint.sdc
export NUM_CORES = 4
export LEC_CHECK = 1
export CORE_AREA = 10 10 88 88
export DIE_AREA = 0 0 98 98
--- flow/constraint.sdc ---
current_design external_device

set clk_period 2.3
set clk_io_pct 0.2

create_clock -name clk0 -period $clk_period [get_ports {clk}]

set non_clock_inputs [all_inputs -no_clocks]
set_input_delay [expr $clk_period * $clk_io_pct] -clock clk0 $non_clock_inputs
set_output_delay [expr $clk_period * $clk_io_pct] -clock clk0 [all_outputs]
--- flow/design.v ---
`timescale 1ns/1ns
module external_device (clk, reset_n, intrpt, bg, addr_offset, qdata2, intrpt_resolved);
	input clk;
	input reset_n;
	output reg [1:0] intrpt;
	input bg;
	input [16-1:0] addr_offset;
	inout [64-1:0] qdata2;
	input intrpt_resolved;
	reg [64-1:0] o__data;
	reg [16-1:0] num_clk;  
	reg [16-1:0] data [0:16-1];  
	assign qdata2 = (bg) ? (
		{data[addr_offset + 3], data[addr_offset + 2], data[addr_offset + 1], data[addr_offset + 0]}
	) : (64'bz);
	always @(*) begin
	end
	always @(posedge clk) begin
		if(!reset_n) begin
			data[16'd0] <= 16'h0001;
			data[16'd1] <= 16'h0002;
			data[16'd2] <= 16'h0003;
			data[16'd3] <= 16'h0004;
			data[16'd4] <= 16'h0005;
			data[16'd5] <= 16'h0006;
			data[16'd6] <= 16'h0007;
			data[16'd7] <= 16'h0008;
			data[16'd8] <= 16'h0009;
			data[16'd9] <= 16'h000a;
			data[16'd10] <= 16'h000b;
			data[16'd11] <= 16'h000c;
			num_clk <= 0;
		end
		else begin
			num_clk <= num_clk+1;
			if(num_clk == 200) begin
				intrpt <= 1;
			end
			if(intrpt_resolved) begin
				intrpt <= 0;
			end
		end
	end
endmodule
--- flow/run.sh ---
#!/bin/bash
# OpenROAD 26Q1-2900-gdf79404cd8, Yosys 0.63+post, stock flow scripts
make -C /OpenROAD-flow-scripts/flow DESIGN_CONFIG=/design/flow/config.mk WORK_HOME=/design/flow/orfs finish
==> run notes <==
Entry: Yosys synthesis followed by OpenROAD place and route.

Detailed routing:
- The run puts the count of antenna-violating nets left after detailed routing at 0.
- Summed over all layers, the routed wires come to between 3 and 4 mm.
- The run gives the routed via count divided by cell count as 4.07.
- Detailed routing inserted a total of 1183 vias.
- The run puts the detailed-route wire length per cell at between 10 and 15 um.
- The pre-antenna-repair detailed-routing pass consisted of 4 iterations.
- The run gives the number of remaining DRC errors as 0.
- The run gives the antenna diode instance count as 0.
- The run puts the violation tally from detailed-route iteration zero at 54.

Clock tree:
- The cell sitting at the root of the clock tree is a sky130_fd_sc_hd__clkbuf_8.
- The run puts the depth of the CTS H-tree at 1.
- The number of hold buffers added after CTS was 0.
- The run puts the number of buffers added by the clock tree synthesis step at 3.
- The run gives the post-CTS repair timing setup buffer count as 0.
- The run gives the post-cts gate resize count as 3.
- The run puts the clock-pin slew of the registers on the worst-case setup and hold paths at 60 ps.
- The run gives the deepest clock path buffer count as 2.
- TritonCTS built the clock tree.
- The run gives the CTS sink count as 17.
- The run gives the clock latency on the worst-skew pair as 250 ps.

STA:
- Setup repair after global routing left no endpoint under its margin.
- The final timing report lists a max-slew violation count of 0.
- On the final layout, the worst clock skew is 3.99 ps.
- Derived from the worst setup path, the maximum achievable clock frequency is ~470 MHz.
- Per the finish-stage timing summary, setup violations number 0.
- In the final timing run, aggregate negative setup slack is 0 ps.
- The run puts the final worst-path cycle share at 0.920.
- The run puts the setup slack of the critical path after layout at 184 ps.
- The run puts the worst hold slack after final layout at 475 ps.
- The run gives the final number of hold-violating endpoints as 0.
- The smallest clock period supported by the final layout is computed as 2120 ps.

Finish:
- The run gives the area overhead of the layout relative to synthesis as 7.62%.
- The run puts the combinational gate area at between 900 and 1000 um^2.
- The run gives the final standard cell area without fillers as 1640 um^2.
- Per the layout area report, the register area comes to 350 um^2.
- The run gives the share of cells above drive strength 1 as 0.111.
- The run puts the fill cell instance count of the final layout at 610.

Critical path:
- The script reports the combined buffer and inverter count of the critical path as 2.
- In this design, the largest share of critical-path delay is due to buffers and inverters.
- The run gives the cell with the largest stage delay on the worst path as sky130_fd_sc_hd__clkdlybuf4s50_1.
- The run gives the maximum cell stage delay along the critical path as 620 ps.
- The worst setup path is captured at an output port.
- In the setup report, the worst path falls into the class in2out.
- STA classifies the critical path startpoint as an input port.
- The arrival time of data at the worst endpoint is listed as 1660 ps.
- The critical path goes through clkdlybuf4s50_1 -> inv_1 -> o21ai_0 -> o21a_1 -> o2bb2ai_1.
- Per the timing report, the biggest fanout along the worst path comes to 8.
- The OpenROAD report gives the critical path a required time of around 1800 ps.

Pwr:
- The run puts the total chip power at roughly 0.66 mW.
- Summed over all cells, the static leakage comes to 0.774 nW.
- The run gives the ratio of total power to cell area as between 300 and 400 nW/um^2.
- The run gives the worst voltage drop across the vdd grid as 141 uV.

Floorplanning:
- The floorplan has 28 rows.
- The run puts the area of the core at 5920 um^2.
- The run puts the floorplan die height at 98 um.
- According to the I/O placement log, the pin count is 86.
- The run gives the initial standard-cell utilization of the core as 0.258.
- The run puts the die footprint at 9600 um^2.
- The horizontal die dimension reported for this design is 98 um.

Placement:
- The run gives the half-perimeter wire length after detailed placement as around 2.6 mm.
- The run puts the total of buffers placed on input and output ports at 7.
- The run puts the placed cell area at between 1500 and 2000 um^2.
- The run gives the weighted congestion at the end of routability-driven global placement as roughly 0.86.
- Before CTS, the worst setup slack after placement is -74.4 ps.

Hold path:
- Note that the worst hold path type here is reg2reg.

Global routing:
- The run puts the global-route wire length before repair at 5.26 mm.
- The run gives the combined global-route utilization of all metal layers as 0.0598.
- Recorded from the global router log, the overflow total was 0.
- The run gives the number of global-route vias before repair as 1165.
- Entering global routing, the biggest net connects 15 pins.
- The run gives the initial antenna violation count as 0.

Logic synthesis:
- Per the synth stats, the proportion of register bits with asynchronous set or reset is 0.
- The run gives the yosys synthesis chip area as 1530 um^2.
- The post-synth count of flops with an enable pin is 1.
- The run gives the average footprint of a synthesized cell as 7.75 um^2.
- The run gives the register bit total from synthesis as 17.
- Per Yosys stat, the portion of area used by sequential elements is 0.229.
- The cell area that synthesis handed to floorplanning was 1530 um^2.
- The run gives the distinct cell type count after synthesis as 39.
- The synthesis report names the predominant flop master as sky130_fd_sc_hd__dfxtp_1.
- The run gives the yosys stat cell total as 197.
- The synthesis log from Yosys contains 67 warnings.
- The run gives the number of standard cells after synthesis as 197.

Run status:
- The flow ran to the end, and the final reports show no timing, DRC or antenna violations.

Job:
- The run gives the max-cap check violation count as 0.
- The run puts the number of warnings in the stage logs at 40.
through the flow:
stage                     cells   util
after floorplan             245      -
after global placement      287  0.270
after detailed placement    287  0.270
after CTS                   291  0.277
after global routing        291  0.278
final                       291  0.278
logic make-up after synthesis:
family	share of synthesized area
DFF	0.229
and+or+nand+nor	0.220
adders and majority gates	0.0328
other	0.00245
muxes	0.0131
buffers and inverters	0.283
AOI/OAI and AO/OA	0.121
xor gates and xnor gates	0.0975
synthesized netlist by cell type (6+ instances only):
cell type	number	area share
sky130_fd_sc_hd__a21oi_1	7	0.023
sky130_fd_sc_hd__and2_1	12	0.049
sky130_fd_sc_hd__buf_4	49	0.24
sky130_fd_sc_hd__clkbuf_1	6	0.015
sky130_fd_sc_hd__dfxtp_1	16	0.21
sky130_fd_sc_hd__inv_1	9	0.022
sky130_fd_sc_hd__nand2_1	11	0.027
sky130_fd_sc_hd__nand3_1	7	0.023
sky130_fd_sc_hd__o21ai_0	7	0.023
sky130_fd_sc_hd__o21ai_1	8	0.026
sky130_fd_sc_hd__xnor2_1	8	0.046
sky130_fd_sc_hd__xor2_1	9	0.052
power by group:
group	internal, mW	switching (mW)
Clock	0.123	0.0939
Sequential	0.303	0.00552
Combinational	0.0640	0.0675
Total	0.489	0.167
metal layers:
| layer | vias to the layer above | track usage | part of all wire |
|---|---|---|---|
| li1 | 601 | - | - |
| met3 | 0 | 0.00853 | 0.037 |
| met5 | - | 0 | 0 |
| met4 | 0 | 0.00671 | 0 |
| met1 | 547 | 0.0763 | 0.46 |
| met2 | 35 | 0.107 | 0.51 |
layout make-up:
cell class / instances / area share
Sequential cell: 17 / 0.213
Clock buffer: 4 / 0.0274
Timing Repair Buffer: 23 / 0.116
Inverter: 10 / 0.0228
Tap cell: 75 / 0.0571
Multi-Input combinational cell: 162 / 0.564
worst min-delay path: stages (launching register included):
cell	delay (ps)
sky130_fd_sc_hd__dfxtp_1	320
sky130_fd_sc_hd__nand2_1	50
sky130_fd_sc_hd__mux2i_1	50
flip-flops by register name, summed over array words and instances (netlist names):
signal   cells
num_clk     16
intrpt       1
path summary, 6_finish.rpt:
| kind | from | endpoint | slack (ps) | cells past startpoint |
|---|---|---|---|---|
| worst max-delay path | addr_offset[0] | qdata2[19] | 180 | 5 |
| worst min register to register | num_clk[15] | num_clk[15] | 470 | 2 |
| worst max register to register | num_clk[4] | intrpt[0] | 550 | 4 |
| worst min-delay path | num_clk[15] | num_clk[15] | 470 | 2 |
layout by cell type, fill, tap and decap left out, drive strengths merged:
cell type	synthesis	layout
edfxtp	1	1
clkbuf	6	4
nand4	2	2
nor3	5	5
dlymetal6s2s	0	1
or4	1	1
nand2	11	11
dlygate4sd2	0	2
conb	1	49
a21oi	7	7
and2	12	12
a31oi	3	3
dfxtp	16	16
xnor2	8	8
mux2i	2	2
nor4b	2	2
nand2b	4	4
and3b	1	1
a41o	1	1
ha	4	4
xor2	9	9
o21ai	15	15
a22o	1	1
nor4	4	4
o2bb2ai	1	1
nor2	3	3
o22ai	1	1
nand3	8	8
nor2b	2	2
o21a	1	1
a21boi	2	2
clkdlybuf4s50	0	4
buf	50	16
and3	2	2
or3	1	1
inv	10	10
Power figures rest on the tool's default switching activity, not on a simulated workload.
