==> flow/run.sh <==
#!/bin/bash
# OpenROAD 26Q1-2900-gdf79404cd8, Yosys 0.63+post, stock flow scripts
make -C /OpenROAD-flow-scripts/flow DESIGN_CONFIG=/design/flow/config.mk WORK_HOME=/design/flow/orfs finish
==> flow/constraint.sdc <==
current_design cache

set clk_period 3.8
set clk_io_pct 0.2

create_clock -name clk0 -period $clk_period [get_ports {clk}]

set non_clock_inputs [all_inputs -no_clocks]
set_input_delay [expr $clk_period * $clk_io_pct] -clock clk0 $non_clock_inputs
set_output_delay [expr $clk_period * $clk_io_pct] -clock clk0 [all_outputs]
==> flow/design.v <==
module cache(c__read_m, c__write_m, addr, i__data, o__data, c__ready, m__read_m, m__write_m, m__addr, m__size, m__data, m__ready, m__ack, is_hit, clk, reset_n, is_granted);
    input c__read_m, c__write_m;
    input [16-1:0] addr;
    input [16-1:0] i__data;
    output reg c__ready;
    output reg [16-1:0] o__data;
    output reg m__read_m, m__write_m;
    output reg [16-1:0] m__addr;
    output reg [16-1:0] m__size;
    inout reg [64-1:0] m__data;
    reg [64-1:0] m__data_out;
    input m__ready;
    input m__ack;
    input clk, reset_n;
    input is_granted;
    reg [16-1:0] reading_addr;
    reg [16-1:0] next_writing_addr;
    reg [16-1:0] next_writing_data;
    reg from_write_parallel;
    output reg is_hit;
    reg r__data_out_updated;
    reg [2:0] c__state;
    reg                   cache__valid[3:0];
    reg                   cache__lru[3:0];
    reg [12:0]            cache__tag[3:0];
    reg [64-1:0] cache__data[3:0];
    wire [16-1:0] data_0;
    wire [16-1:0] data_1;
    wire [16-1:0] data_2;
    wire [16-1:0] data_3;
    wire idx;
    assign idx = addr[2];
    assign c__ready = (c__state == 3'd0 || c__state == 3'd5);
    assign m__data = (c__state == 3'd2 || c__state == 3'd4 || c__state == 3'd7 || c__state == 3'd5) ? m__data_out : 64'bz;
    assign data_0 = (cache__valid[idx] && (cache__tag[idx] == addr[15:3])) ? cache__data[idx][16 * 1 - 1:16 * 0] : cache__data[idx + 2][16 * 1 - 1:16 * 0];
    assign data_1 = (cache__valid[idx] && (cache__tag[idx] == addr[15:3])) ? cache__data[idx][16 * 2 - 1:16 * 1] : cache__data[idx + 2][16 * 2 - 1:16 * 1];
    assign data_2 = (cache__valid[idx] && (cache__tag[idx] == addr[15:3])) ? cache__data[idx][16 * 3 - 1:16 * 2] : cache__data[idx + 2][16 * 3 - 1:16 * 2];
    assign data_3 = (cache__valid[idx] && (cache__tag[idx] == addr[15:3])) ? cache__data[idx][16 * 4 - 1:16 * 3] : cache__data[idx + 2][16 * 4 - 1:16 * 3];
    initial begin
        m__write_m = 0;
        cache__lru[0] = 0; 
        cache__lru[1] = 0; 
        cache__lru[2] = 0; 
        cache__lru[3] = 0;
        cache__valid[0] = 0; 
        cache__valid[1] = 0; 
        cache__valid[2] = 0; 
        cache__valid[3] = 0;
        reading_addr = 0;
        c__state = 3'd0;
        from_write_parallel = 0;
        r__data_out_updated = 0;
    end
    always @(*) begin
        if ((c__read_m | c__write_m) & c__ready & ~m__ack) begin
            if (c__state == 3'd0) begin
                if (c__read_m)  c__state = 3'd1;
                if (c__write_m) c__state = 3'd2;
            end else if (c__state == 3'd5) begin
                if (c__read_m)  c__state = 3'd6;
                if (c__write_m) begin
                    c__state = 3'd7;
                    next_writing_addr = addr;
                    next_writing_data = i__data;
                end
            end
            if (from_write_parallel) begin
                is_hit = (cache__valid[next_writing_addr[2]] && (cache__tag[next_writing_addr[2]] == next_writing_addr[15:3])) || (cache__valid[2 + next_writing_addr[2]] && cache__tag[2 + next_writing_addr[2]] == next_writing_addr[15:3]);
            end
            else begin
                is_hit = (cache__valid[idx] && (cache__tag[idx] == addr[15:3])) || (cache__valid[2 + idx] && cache__tag[2 + idx] == addr[15:3]);
            end
        end
        if (c__state == 3'd3) begin
            if (m__ack) begin
                o__data = m__data[16*reading_addr[1:0] +: 16];
                if (cache__valid[reading_addr[2]] == 0 || (cache__valid[2+reading_addr[2]] == 1 && cache__lru[reading_addr[2]] == 1)) begin
                    cache__valid[reading_addr[2]] = 1;
                    cache__lru[reading_addr[2]]   = 0;
                    cache__lru[~reading_addr[2]]  = 1;
                    cache__tag[reading_addr[2]]   = reading_addr[15:3];
                    cache__data[reading_addr[2]]  = m__data;
                end 
                else begin
                    cache__valid[2 + reading_addr[2]]  = 1;
                    cache__lru[2 + reading_addr[2]]    = 0;
                    cache__lru[2 + (~reading_addr[2])] = 1;
                    cache__tag[2 + reading_addr[2]]    = reading_addr[15:3];
                    cache__data[2 + reading_addr[2]]   = m__data;
                end
                m__read_m = 0;
                c__state = 3'd0;
                reading_addr = 0;
            end
        end  
        else if (c__state == 3'd4)
        begin
            if (m__ack) begin
                m__write_m = 0;
                c__state = 3'd0;
            end
        end  
    end
    always @(posedge clk) begin
        if(!reset_n) begin
            cache__lru[0] <= 0; 
            cache__lru[1] <= 0; 
            cache__lru[2] <= 0; 
            cache__lru[3] <= 0;
            cache__valid[0] <= 0; 
            cache__valid[1] <= 0; 
            cache__valid[2] <= 0; 
            cache__valid[3] <= 0;
            reading_addr <= 0;
            c__state <= 3'd0;
            from_write_parallel <= 0;
        end else begin
            if (c__state == 3'd1 || c__state == 3'd6) begin
                if(is_hit) begin  
                    if(cache__valid[idx] && (cache__tag[idx] == addr[15:3])) begin
                        case(addr[1:0])
                            0: o__data <= cache__data[  idx  ][16*1-1 : 16*0];
                            1: o__data <= cache__data[  idx  ][16*2-1 : 16*1];
                            2: o__data <= cache__data[  idx  ][16*3-1 : 16*2];
                            3: o__data <= cache__data[  idx  ][16*4-1 : 16*3];
                        endcase
                        cache__lru[idx] <= 0;
                        cache__lru[~idx] <= 1;
                    end else begin
                        case(addr[1:0])
                            0: o__data <= cache__data[2 + idx][16*1-1 : 16*0];
                            1: o__data <= cache__data[2 + idx][16*2-1 : 16*1];
                            2: o__data <= cache__data[2 + idx][16*3-1 : 16*2];
                            3: o__data <= cache__data[2 + idx][16*4-1 : 16*3];
                        endcase
                        cache__lru[2 + idx] <= 0;
                        cache__lru[2 + (~idx)] <= 1;
                    end
                    if (c__state == 3'd1) c__state <= 3'd0;
                    if (c__state == 3'd6) c__state <= 3'd5;
                end else begin  
                    if(c__state == 3'd1) begin
                        m__read_m <= 1;
                        m__addr <= {addr[16-1:2], 2'b00};  
                        c__state <= 3'd3;
                        reading_addr <= addr;
                    end else if(c__state == 3'd6) begin
                        if (m__ready) c__state <= 3'd1;
                    end
                end
            end  
            else if (c__state == 3'd2)
            begin
                from_write_parallel <= 0;
                if (is_hit) begin  
                    if (from_write_parallel) begin
                        m__write_m <= 1;
                        m__addr <= {next_writing_addr[16-1:2], 2'b00};  
                        m__size <= 64;
                        if((r__data_out_updated == 0) && cache__valid[next_writing_addr[2]] && (cache__tag[next_writing_addr[2]] == next_writing_addr[15:3])) begin
                            case(next_writing_addr[1:0])
                                0: begin
                                    m__data_out <= {data_3, data_2, data_1, next_writing_data};
                                end
                                1: begin
                                    m__data_out <= {data_3, data_2, next_writing_data, data_0};
                                end
                                2: begin
                                    m__data_out <= {data_3, next_writing_data, data_1, data_0};
                                end
                                3: begin
                                    m__data_out <= {next_writing_data, data_2, data_1, data_0};
                                end
                            endcase
                            cache__valid[next_writing_addr[2]] <= 0;
                            r__data_out_updated <= 1;
                        end else begin
                            if (r__data_out_updated == 0) begin
                                case(next_writing_addr[1:0])
                                    0: begin
                                        m__data_out <= {data_3, data_2, data_1, next_writing_data};
                                    end
                                    1: begin
                                        m__data_out <= {data_3, data_2, next_writing_data, data_0};
                                    end
                                    2: begin
                                        m__data_out <= {data_3, next_writing_data, data_1, data_0};
                                    end
                                    3: begin
                                        m__data_out <= {next_writing_data, data_2, data_1, data_0};
                                    end
                                endcase
                                cache__valid[2 + next_writing_addr[2]] <= 0;
                                r__data_out_updated <= 1;
                            end
                        end
                    if(is_granted) begin
                        c__state <= 3'd5;
                        r__data_out_updated <= 0;
                    end
                    end
                    else begin
                        m__write_m <= 1;
                        m__addr <= {addr[16-1:2], 2'b00};  
                        m__size <= 64;
                        if((r__data_out_updated == 0) && cache__valid[idx] && (cache__tag[idx] == addr[15:3])) begin
                            case(addr[1:0])
                                0: begin
                                    m__data_out <= {data_3, data_2, data_1, i__data};
                                end
                                1: begin
                                    m__data_out <= {data_3, data_2, i__data, data_0};
                                end
                                2: begin
                                    m__data_out <= {data_3, i__data, data_1, data_0};
                                end
                                3: begin
                                    m__data_out <= {i__data, data_2, data_1, data_0};
                                end
                            endcase
                            r__data_out_updated <= 1;
                            cache__valid[idx] <= 0;
                        end
                        else begin
                            if(r__data_out_updated == 0) begin
                                case(addr[1:0])
                                    0: begin
                                        m__data_out <= {data_3, data_2, data_1, i__data};
                                    end
                                    1: begin
                                        m__data_out <= {data_3, data_2, i__data, data_0};
                                    end
                                    2: begin
                                        m__data_out <= {data_3, i__data, data_1, data_0};
                                    end
                                    3: begin
                                        m__data_out <= {i__data, data_2, data_1, data_0};
                                    end
                                endcase
                                cache__valid[2 + idx] <= 0;
                                r__data_out_updated <= 1;
                            end
                        end
                    end
                    if(is_granted) begin
                        c__state <= 3'd5;
                        r__data_out_updated <= 0;
                    end
                end
                else begin  
                    if (from_write_parallel) begin
                        m__write_m <= 1;
                        m__addr <= next_writing_addr;  
                        m__size <= 16;
                        m__data_out <= {48'b0, next_writing_data};
                    end
                    else begin
                        m__write_m <= 1;
                        m__addr <= addr;  
                        m__size <= 16;
                        m__data_out <= {48'b0, i__data};
                    end
                    c__state <= 3'd4;
                end
            end  
            else if (c__state == 3'd5) begin
                if (m__ack) begin
                    m__write_m <= 0;
                    c__state <= 3'd0;
                end
            end else if (c__state == 3'd6) begin
                if (m__ack) begin
                    m__write_m <= 0;
                    c__state <= 3'd1;
                end
            end else if (c__state == 3'd7) begin
                if (m__ack) begin
                    m__write_m <= 0;
                    c__state <= 3'd2;
                    from_write_parallel <= 1;
                end
            end
        end
    end  
endmodule
==> flow/config.mk <==
export PLATFORM = sky130hd
export DESIGN_NAME = cache
export DESIGN_NICKNAME = cache
export VERILOG_FILES = /design/flow/design.v
export SDC_FILE = /design/flow/constraint.sdc
export NUM_CORES = 4
export LEC_CHECK = 1
export CORE_UTILIZATION = 50
==> reports/results.ini <==
[synthesis]
synth.distinct_cells=39
ys.warnings.count=8
synthTopCellsByArea=edfxtp_1, buf_4, dlxtn_1
synth_flop_count=71
ys_area_um2=3180
yosys_cells=274
async_reset_ff_share_pct=0
edf_count=32
synth.top_cell.area_share_pct=30.2
synth_top_cell_by_area=edfxtp_1
ys.flop_type=dlxtn_1

[status]
stop_stage=synthesis (1_2_yosys)
status=stopped before the end
error_line=ERROR: Found 3 problems in 'check -assert'.

Yosys cell counts, drive strengths merged (2+ instances only):
| cell type | count |
|---|---|
| nand2b | 3 |
| edfxtp | 32 |
| nor3 | 3 |
| nand2 | 5 |
| nor2b | 3 |
| nand3 | 2 |
| inv | 8 |
| mux2 | 45 |
| conb | 2 |
| a21oi | 2 |
| o21ai | 3 |
| buf | 90 |
| dfxtp | 4 |
| ha | 4 |
| dlxtn | 35 |
| nor2 | 10 |
| mux2i | 4 |
| a21boi | 3 |
cell families after synthesis:
family / synth area share, %
and+or+nand+nor: 5.27
DFF: 32.7
latches: 16.5
other: 0.236
AOI/OAI and AO/OA: 4.56
muxes: 17.2
adders and majority gates: 1.57
buffers and inverters: 21.9
