===== flow/run.sh =====
#!/bin/bash
# OpenROAD 26Q1-2900-gdf79404cd8, Yosys 0.63+post, stock flow scripts
make -C /OpenROAD-flow-scripts/flow DESIGN_CONFIG=/design/flow/config.mk WORK_HOME=/design/flow/orfs finish

===== flow/design.v =====
module change_state(clk,reset_n,current_total_nxt,current_total);
	input clk;
	input reset_n;
	input [31-1:0] current_total_nxt;
	output reg [31-1:0] current_total;
	initial begin
		current_total <= 0;
	end
	always @(posedge clk ) begin
		if (!reset_n) begin
			current_total <= 0;
		end
		else begin
			current_total <= current_total_nxt;
		end
	end
endmodule 

===== flow/config.mk =====
export PLATFORM = sky130hd
export DESIGN_NAME = change_state
export DESIGN_NICKNAME = change_state
export VERILOG_FILES = /design/flow/design.v
export SDC_FILE = /design/flow/constraint.sdc
export NUM_CORES = 4
export LEC_CHECK = 1
export CORE_AREA = 10 10 80 80
export DIE_AREA = 0 0 90 90

===== flow/constraint.sdc =====
current_design change_state

set clk_period 1.0
set clk_io_pct 0.2

create_clock -name clk0 -period $clk_period [get_ports {clk}]

set non_clock_inputs [all_inputs -no_clocks]
set_input_delay [expr $clk_period * $clk_io_pct] -clock clk0 $non_clock_inputs
set_output_delay [expr $clk_period * $clk_io_pct] -clock clk0 [all_outputs]

==> results.txt <==
Status: finished clean
Clock sinks: 31
Antenna-violating nets left: 0
Initial antenna violation count: 0
Crit path DAT: 0.76 ns
FMAX: 1044 MHz
Top Registers: current_total: 31 flops
Yosys reg bits: 31
H-Tree Depth: 2
Post-CTS sizing: 65
Final Max Slew Viols: 0
Critical-path cell list: clkdlybuf4s15_1
Overall Power: 0.002833 W
Chip height: 90 um
Max FFs per register: 31
Final period util: 95.78%
Crit-path max FO: 1
Critical-path top delay cell: dfxtp_2
Placer Congestion: 0.6767
CTS tree: yes
Biggest register: current_total
Cells after Synth: 65
Worst vdd ir: 1.296 mV
Post-CTS Hold Buffers: 0
CP Capture Type: output pin
Postcts setup bufs: 0
# Cells Yosys: 65
Setup_tns: 0 ns
YS chip area: 868.3 um2
First-pass GRT wire length: 3698 um
Finished Layout Cells: 203
Worst-margin pin slew: 0.1346 ns
HPWL Detailed: 1995 um
GRT Residual Overflow: 0
FP Util: 18.38%
CP peak stage delay: 0.32 ns
Ant. Diodes: 0
Drt wl/cell: 11.52 um
Critical Path RT: 0.80 ns
Tool warnings: 25
Share of cells above drive strength 1: 43.38%
Core area: 4723 um2
Flip-flops with a built-in enable: 0
Vias: 650
Pwr dens: 1681 nW/um2
Avg Cell Area, Syn: 13.36 um2
CTS root buffer: clkbuf_8
Synth Flop Type: dfxtp_1
Die W: 90 um
Inst Count DP: 195
RSZ-0062 raised after global routing: false
# port buffers: 63
Pleak: 0.7067 nW
Synth top cells by count: 31 x and2_2, 31 x dfxtp_1, 3 x clkbuf_2
Largest net degree at the start of global routing: 16
Row cnt: 25
Area growth, synth to finish: 94.09%
Fin. Hold Viols: 0
Drt drc: 0
Worst path buffer plus inverter count: 1
Num CTS Buffers: 5
Area share of the largest cell type after synthesis: 71.47%
Synth area leader: dfxtp_1
Asr flop ratio synth: 0%
Max-cap viol count: 0
Die area: 8100 um2
Unique cell types: 3
Vias per Instance: 3.202
Final worst slack: 0.04218 ns
Overall routed net length: 2338 um
Worst-path clk slew: 0.06 ns
DR iter-0 viols: 8
Synthesized area: 868.3 um2
Final setup vio count: 0
First-pass DRT Iterations: 2
I/O pins: 64
Startpoint types: flop
Top delay family on crit path: flip-flops
Synthesis warning total: 1
Crit path time final: 0.9578 ns
Vias in the first global route: 699
GRT Util Overall: 5.729%
Min-delay worst type: in2reg
Synth area leaders: dfxtp_1 71%, and2_2 27%, clkbuf_2 1.7%
Crit Path Class: reg2out
Max_slew headroom: 91.00%
Post-place setup slack: -0.1678 ns
Seq/Total Area, Yosys: 71.47%
Clk buf depth: 2
Final core occ: 35.68%
cell usage in the layout, fill, tap and decap left out, drive strengths merged:
| cell | synthesis | layout |
|---|---|---|
| clkdlybuf4s15 | 0 | 24 |
| dfxtp | 31 | 31 |
| clkdlybuf4s50 | 0 | 32 |
| buf | 0 | 3 |
| bufinv | 0 | 1 |
| clkbuf | 3 | 13 |
| and2 | 31 | 31 |
| clkinv | 0 | 1 |
worst paths after layout:
check | from | end | slack (ns) | cells after the start
worst max-delay path | current_total[22] | current_total[22] | 0.04 | 1
worst min-delay path | current_total_nxt[29] | current_total[29] | 0.52 | 2
power by group:
part / leakage (nW) / switching [W] / internal [W]
registers: 0.261 / 0.0000153 / 0.00131
logic: 0.384 / 0.0000519 / 0.000224
clock network: 0.0612 / 0.000431 / 0.000805
total: 0.707 / 0.000498 / 0.00234
area by class of cell:
cell class / count / area (um2)
Timing Repair Buffer: 66 / 618.1
Clock buffer: 6 / 82.58
Tap cell: 67 / 83.83
Clock inverter: 2 / 35.03
Multi-Input combinational cell: 31 / 232.7
Sequential cell: 31 / 633.1
Fill cell: 470 / 3038
metal layers:
metal | vias up | track usage (%) | routed length, um
met1 | 272 | 6.632 | 920
met2 | 45 | 7.990 | 995
met5 | - | 0 | 0
met3 | 2 | 5.197 | 412
li1 | 331 | - | -
met4 | 0 | 0.5305 | 10
kinds of logic (layout without fill, tap and decap cells):
family / Yosys count / in the layout / share of synthesized area [%]
DFF: 31 / 31 / 71.47
and+or+nand+nor: 31 / 31 / 26.80
buffers and inverters: 3 / 74 / 1.729
per-stage QoR:
step / instance area (um2) / hold WS, ns
2_1_floorplan: 868.3 / 0.3362
3_3_place_gp: 1590 / 0.7967
3_5_place_dp: 1590 / 0.7999
4_1_cts: 1712 / 0.5088
5_1_grt: 1685 / 0.5108
6_report: 1685 / 0.5175
Power and IR drop assume default switching activity.
