## design/flow/config.mk

```make
export PLATFORM = sky130hd
export DESIGN_NAME = branch_calculator
export DESIGN_NICKNAME = branch_calculator
export VERILOG_FILES = /design/flow/design.v
export SDC_FILE = /design/flow/constraint.sdc
export NUM_CORES = 4
export LEC_CHECK = 1
export CORE_AREA = 10 10 94 94
export DIE_AREA = 0 0 104 104
```

## design/flow/constraint.sdc

```tcl
current_design branch_calculator

set clk_period 6.7
set clk_io_pct 0.2

create_clock -name clk0 -period $clk_period

set non_clock_inputs [all_inputs -no_clocks]
set_input_delay [expr $clk_period * $clk_io_pct] -clock clk0 $non_clock_inputs
set_output_delay [expr $clk_period * $clk_io_pct] -clock clk0 [all_outputs]
```

## design/flow/design.v

```verilog
module branch_calculator (A, B, PC, imm, is_branch, is_jump, branch_type, jump_type, next_pc, bcond);
    input [16-1:0] A, B, PC;
    input [8-1:0] imm;
    input is_branch, is_jump;
    input [1:0] branch_type;
    input [1:0] jump_type;
    output [16-1:0] next_pc;
    output reg bcond;
    assign next_pc = (is_branch && bcond) ? (PC + imm + 1) : (
        (is_jump) ? (
            (jump_type == 2'd1 || jump_type == 2'd0) ?
                ({PC[16-1:12],4'b0, imm})
                : A
                )
            : (
                PC + 1
            )
        );
    always @(*) begin
        case (branch_type)
            2'd0: bcond = (A != B);
            2'd1: bcond = (A == B);
            2'd2: bcond = ($signed(A) > 0);
            2'd3: bcond = ($signed(A) < 0);
        endcase
    end
endmodule
```

## design/flow/run.sh

```bash
#!/bin/bash
# OpenROAD 26Q1-2900-gdf79404cd8, Yosys 0.63+post, stock flow scripts
make -C /OpenROAD-flow-scripts/flow DESIGN_CONFIG=/design/flow/config.mk WORK_HOME=/design/flow/orfs finish
```

==> impl_report.txt <==
==== FLOW RESULTS ====
----------------------------------------------------
[Final timing]
  Final number of hold-violating endpoints ........................ 0
  Unrepaired setup endpoints after global routing ........................ false
  Final hold slack ........................ 3770 ps
  Achievable frequency ........................ 175 MHz
  Setup violators final ........................ 0
  Number of max-slew violations in the final report ........................ 0
  Final Critical Period ........................ 5730 ps
  Headroom to the max-slew limit ........................ 48.2%
  Slew at the pin closest to its max-slew limit ........................ 775 ps
  Summed negative setup slack over all endpoints ........................ 0 ps
  Final critical-path share of the clock period ........................ 85.5%

[Yosys]
  Warnings, synthesis ........................ 1
  Yosys Chip Area ........................ 1430 sq um
  Adders+Majority by Area ........................ 9.29%
  Register area share after synthesis ........................ 0%
  XORs/XNORs by Area ........................ 22.1%
  Post-synthesis cell count from yosys ........................ 214
  Synth Area in Simple Gates ........................ 30.1%
  Dominant comb cell ........................ simple AND/OR/NAND/NOR gates
  Multiplexer share of the synthesized area ........................ 9.99%
  Number of instances in the synthesized netlist ........................ 214
  Average size of a mapped cell ........................ 6.67 sq um
  Synth Area in Compound Gates ........................ 23.4%
  Post-synthesis instance area ........................ 1430 sq um
  Post-synth cell types ........................ 43

[Power and ir drop]
  Worst ir drop on vdd ........................ 0.0181 mV
  Power density over the cells ........................ 69.2 nW/um^2
  Standby leakage power ........................ 0.827 nW

[Die]
  Count of pins on the block boundary ........................ 79
  FP Rows ........................ 30
  Floorplan Utilization ........................ 20.9%
  Die ar. ........................ 10,800 sq um
  Die X ........................ 104 um
  Area of the placeable core ........................ 6830 sq um
  Y dimension of the die ........................ 104 um

[Final layout]
  Flop Count ........................ 0
  CLK BUF ........................ 0
  Share of final-layout standard cells stronger than drive strength 1 ........................ 2.46%
  Storage cell area ........................ 0 sq um
  Synth-to-Final Area Change ........................ 60.6%
  Filler cells ........................ 722

[CTS]
  Cell resize tally after clock tree synthesis ........................ 0
  Post CTS Setup Buffer Count ........................ 0
  # hold bufs at CTS ........................ 0

[Drt]
  Drt wl/cell ........................ 14.6 um
  DRT Wirelength ........................ 5550 um
  DRC ........................ 0
  Ant. Diodes ........................ 0
  Initial detailed-routing violation count ........................ 84
  Iteration tally of the first detailed-router pass ........................ 5
  Remaining number of nets flagged by the antenna check after routing ........................ 0
  Detailed-route via count ........................ 1,746
  Routed vias/inst ........................ 4.59

[Worst setup path]
  CP max FO ........................ 5
  Nature of the critical path endpoint ........................ output pin
  Category of the critical setup timing path ........................ primary input to output pin
  Arrival time at the worst endpoint ........................ 4390 ps
  Sort of element at the start of the critical path ........................ primary input
  CP Data Required Time ........................ 5360 ps

[Global route]
  Total routing usage reported by global routing ........................ 9.73%
  Initial antenna violation count ........................ 0
  Aggregate global routing overflow ........................ 0
  Vias in the first global route ........................ 1,719
  Global-route wire length before repair ........................ 8910 um
  Largest net degree at the start of global routing ........................ 32

[Worst hold path]
  Worst min path class ........................ primary input to output pin

[Place]
  HPWL reported at the end of detailed placement ........................ 4750 um
  Final weighted congestion in routability-driven placement ........................ 0.837
  Number of port buffers ........................ 78

[Status]
  Outcome ........................ finished, final reports clean

[Flow run]
  MaxCap Viol Count ........................ 0
  Number of warnings in the stage logs ........................ 33

----------------------------------------------------
==> kinds of logic (layout without fill, tap and decap cells) <==
group           after synthesis  after routing
fa+ha+maj                    10             10
simple gates                 85             85
compound gates               52             52
buf+inv                      17             87
mux                          14             14
xor+xnor                     36             36
==> cell usage after synthesis (2+ instances only) <==
library cell / number / area (sq um)
sky130_fd_sc_hd__nor2b_1: 2 / 12.5
sky130_fd_sc_hd__a31oi_1: 2 / 12.5
sky130_fd_sc_hd__a21oi_1: 8 / 40.0
sky130_fd_sc_hd__nand2_1: 26 / 97.6
sky130_fd_sc_hd__mux2i_1: 12 / 120
sky130_fd_sc_hd__mux2_2: 2 / 22.5
sky130_fd_sc_hd__nor2_1: 15 / 56.3
sky130_fd_sc_hd__xor2_1: 9 / 78.8
sky130_fd_sc_hd__o211ai_1: 12 / 90.1
sky130_fd_sc_hd__inv_1: 8 / 30.0
sky130_fd_sc_hd__nand4_1: 8 / 50.1
sky130_fd_sc_hd__xnor2_1: 27 / 236
sky130_fd_sc_hd__ha_1: 9 / 113
sky130_fd_sc_hd__nor3_1: 6 / 30.0
sky130_fd_sc_hd__clkbuf_1: 7 / 26.3
sky130_fd_sc_hd__nor4_1: 3 / 18.8
sky130_fd_sc_hd__nand3_1: 14 / 70.1
sky130_fd_sc_hd__o21ai_0: 19 / 95.1
==> where the power goes <==
part | internal (W) | switching (W) | leakage [nW] | total (W)
sequential | 0 | 0 | 0 | 0
clock | 0 | 0 | 0 | 0
combinational | 0.0000927 | 0.0000659 | 0.827 | 0.000159
==> area by class of cell <==
class              instances  area, sq um  share of cell area [%]
repair buffers            79          788                    34.4
well taps                 96          120                    5.24
inverters                  8         30.0                    1.31
multi-input cells        197         1360                    59.1
==> routing by layer <==
| layer | wire length, um | global-route usage (%) |
|---|---|---|
| met3 | 382 | 2.32 |
| met5 | 0 | 0 |
| met1 | 2810 | 14.2 |
| met4 | 0 | 0 |
| met2 | 2360 | 15.0 |
==> layout by cell type, fill, tap and decap left out, types with 9 or more instances in the layout <==
cell type and count:
sky130_fd_sc_hd__mux2i_1 12, sky130_fd_sc_hd__nand3_1 14, sky130_fd_sc_hd__ha_1 9, sky130_fd_sc_hd__o21ai_0 19, sky130_fd_sc_hd__clkdlybuf4s50_1 78, sky130_fd_sc_hd__xnor2_1 27, sky130_fd_sc_hd__nand2_1 26, sky130_fd_sc_hd__nor2_1 15
sky130_fd_sc_hd__o211ai_1 12, sky130_fd_sc_hd__xor2_1 9
==> path summary, 6_finish.rpt <==
path	from	to	cells after the start
worst max-delay path	PC[0]	next_pc[8]	13
worst min-delay path	A[8]	next_pc[8]	4
==> critical path, cell delays in order <==
cell                              delay (ps)
sky130_fd_sc_hd__clkdlybuf4s50_1         450
sky130_fd_sc_hd__inv_1                   100
sky130_fd_sc_hd__ha_1                    180
sky130_fd_sc_hd__inv_1                    60
sky130_fd_sc_hd__fa_1                    400
sky130_fd_sc_hd__a21oi_1                 190
sky130_fd_sc_hd__o21ai_0                 100
sky130_fd_sc_hd__a21oi_1                 260
sky130_fd_sc_hd__a22o_1                  290
sky130_fd_sc_hd__inv_1                    60
sky130_fd_sc_hd__o221a_2                 250
sky130_fd_sc_hd__o21ai_0                 200
sky130_fd_sc_hd__clkdlybuf4s50_1         510
==> through the flow <==
stage	total power [W]	instances	utilization, %	worst slack (ps)	area (sq um)
3_5_place_dp	0.000160	380	33.6	937	2290
6_report	0.000159	380	33.6	973	2290
3_3_place_gp	0.000159	380	33.6	947	2290
2_1_floorplan	0.0000726	214	-	2320	1430
4_1_cts	0.000161	380	33.6	929	2290
5_1_grt	0.000176	380	33.6	781	2290
No activity file was given, so power comes from the tool's default toggle rates.
