## run.sh

```bash
#!/bin/bash
# OpenROAD 26Q1-2900-gdf79404cd8, Yosys 0.63+post, stock flow scripts
make -C /OpenROAD-flow-scripts/flow DESIGN_CONFIG=/design/flow/config.mk WORK_HOME=/design/flow/orfs finish
```

## design.v

```verilog
module ADD #(parameter data_width = 16) (
	input wire [data_width - 1 : 0] A, 
	input wire [data_width - 1 : 0] B, 
    output wire [data_width - 1 : 0] C,
    output OverflowFlag);
	assign C = A + B;
	assign OverflowFlag = (A[data_width - 1] == B[data_width - 1]) && (A[data_width - 1] != C[data_width - 1]);
endmodule
module SUB #(parameter data_width = 16) (
	input wire [data_width - 1 : 0] A, 
	input wire [data_width - 1 : 0] B, 
    output wire [data_width - 1 : 0] C,
    output OverflowFlag);
	assign C = A - B;
	assign OverflowFlag = (A[data_width - 1] != B[data_width - 1]) && (A[data_width - 1] != C[data_width - 1]);
endmodule
module ID #(parameter data_width = 16) (
	input wire [data_width - 1 : 0] A, 
    output wire [data_width - 1: 0] C);
	assign C = A;
endmodule
module NOT #(parameter data_width = 16) (
	input wire [data_width - 1 : 0] A, 
    output wire [data_width - 1: 0] C);
	assign C = ~A;
endmodule
module AND #(parameter data_width = 16) (
	input wire [data_width - 1 : 0] A, 
	input wire [data_width - 1 : 0] B, 
    output wire [data_width - 1: 0] C);
	assign C = A & B;
endmodule
module OR #(parameter data_width = 16) (
	input wire [data_width - 1 : 0] A, 
	input wire [data_width - 1 : 0] B, 
    output wire [data_width - 1: 0] C);
	assign C = A | B;
endmodule
module NAND #(parameter data_width = 16) (
	input wire [data_width - 1 : 0] A, 
	input wire [data_width - 1 : 0] B,
    output wire [data_width - 1 : 0] C);
	assign C = ~(A & B);
endmodule
module NOR #(parameter data_width = 16) (
	input wire [data_width - 1 : 0] A, 
	input wire [data_width - 1 : 0] B, 
    output wire [data_width - 1 : 0] C);
	assign C = ~(A | B);
endmodule
module XOR #(parameter data_width = 16) (
	input wire [data_width - 1 : 0] A, 
	input wire [data_width - 1 : 0] B, 
    output wire [data_width - 1 : 0] C);
	assign C = A ^ B;
endmodule
module XNOR #(parameter data_width = 16) (
	input wire [data_width - 1 : 0] A, 
	input wire [data_width - 1 : 0] B, 
    output wire [data_width - 1: 0] C);
	assign C = ~(A ^ B);
endmodule
module LLS #(parameter data_width = 16) (
	input wire [data_width - 1 : 0] A, 
    output wire [data_width - 1: 0] C);
	assign C = A << 1;
endmodule
module LRS #(parameter data_width = 16) (
	input wire [data_width - 1 : 0] A, 
    output wire [data_width - 1: 0] C);
	assign C = A >> 1;
endmodule
module ALS #(parameter data_width = 16) (
	input wire [data_width - 1 : 0] A, 
    output wire [data_width - 1: 0] C);
	assign C = A <<< 1;
endmodule
module ARS #(parameter data_width = 16) (
	input wire [data_width - 1 : 0] A, 
    output wire [data_width - 1: 0] C);
	assign C = {A[data_width - 1], A[data_width - 1:1]};
endmodule
module TCP #(parameter data_width = 16) (
	input wire [data_width - 1:0] A,  
    output wire [data_width - 1:0] C);
	assign C = ~A + 1;
endmodule
module ZERO #(parameter data_width = 16) (
    output wire [data_width - 1: 0] C);
	assign C = 0;
endmodule
module ALU #(parameter data_width = 16) (
	input [data_width - 1 : 0] A, 
	input [data_width - 1 : 0] B, 
	input [3 : 0] FuncCode,
    output reg [data_width - 1 : 0] C,
    output reg OverflowFlag);
	wire [data_width - 1:0] wireOutADD;
	wire [data_width - 1:0] wireOutSUB;
	wire [data_width - 1:0] wireOutID;
	wire [data_width - 1:0] wireOutNOT;
	wire [data_width - 1:0] wireOutAND;
	wire [data_width - 1:0] wireOutOR;
	wire [data_width - 1:0] wireOutNAND;
	wire [data_width - 1:0] wireOutNOR;
	wire [data_width - 1:0] wireOutXOR;
	wire [data_width - 1:0] wireOutXNOR;
	wire [data_width - 1:0] wireOutLLS;
	wire [data_width - 1:0] wireOutLRS;
	wire [data_width - 1:0] wireOutALS;
	wire [data_width - 1:0] wireOutARS;
	wire [data_width - 1:0] wireOutTCP;
	wire [data_width - 1:0] wireOutZERO;
	wire wireOutAddOverflowFlag;
	wire wireOutSubOverflowFlag;
	ADD Add(A, B, wireOutADD, wireOutAddOverflowFlag);
	SUB Sub(A, B, wireOutSUB, wireOutSubOverflowFlag);
	ID Id(A, wireOutID);
	NOT Not(A, wireOutNOT);
	AND And(A, B, wireOutAND);
	OR Or(A, B, wireOutOR);
	NAND Nand(A, B, wireOutNAND);
	NOR Nor(A, B, wireOutNOR);
	XOR Xor(A, B, wireOutXOR);
	XNOR Xnor(A, B, wireOutXNOR);
	LLS Lls(A, wireOutLLS);
	LRS Lrs(A, wireOutLRS);   
	ALS Als(A, wireOutALS);
	ARS Ars(A, wireOutARS);
	TCP Tcp(A, wireOutTCP);
	ZERO Zero(wireOutZERO);
	initial begin
		C = 0;
		OverflowFlag = 0;
	end   	
	always @(FuncCode or A or B) begin
		OverflowFlag = 0;
		case(FuncCode)
			4'b0000: begin
				C = wireOutADD;
				OverflowFlag = wireOutAddOverflowFlag;
			end
			4'b0001: begin
				C = wireOutSUB;
				OverflowFlag = wireOutSubOverflowFlag;
			end
			4'b0010: begin
				C = wireOutID;
			end
			4'b0011: begin
				C = wireOutNOT;
			end
			4'b0100: begin
				C = wireOutAND;
			end
			4'b0101: begin
				C = wireOutOR;	
			end
			4'b0110: begin
				C = wireOutNAND;	
			end
			4'b0111: begin
				C = wireOutNOR;	
			end
			4'b1000: begin
				C = wireOutXOR;	
			end
			4'b1001: begin
				C = wireOutXNOR;
			end
			4'b1010: begin
				C = wireOutLLS;
			end
			4'b1011: begin
				C = wireOutLRS;
			end
			4'b1100: begin
				C = wireOutALS;
			end
			4'b1101: begin
				C = wireOutARS;	
			end
			4'b1110: begin
				C = wireOutTCP;
			end
			4'b1111: begin
				C = wireOutZERO;
			end
		endcase
	end
endmodule
```

## config.mk

```make
export PLATFORM = sky130hd
export DESIGN_NAME = ALU
export DESIGN_NICKNAME = ALU
export VERILOG_FILES = /design/flow/design.v
export SDC_FILE = /design/flow/constraint.sdc
export NUM_CORES = 4
export LEC_CHECK = 1
export CORE_UTILIZATION = 30
```

## constraint.sdc

```tcl
current_design ALU

set clk_period 11.1
set clk_io_pct 0.2

create_clock -name clk0 -period $clk_period

set non_clock_inputs [all_inputs -no_clocks]
set_input_delay [expr $clk_period * $clk_io_pct] -clock clk0 $non_clock_inputs
set_output_delay [expr $clk_period * $clk_io_pct] -clock clk0 [all_outputs]
```

==> reports/results.ini <==
[floorplanning]
dieArea_mm2 = 0.0139
fp_util = 0.306
die_x_um = 118
dieHeight_um = 118
num_rows = 42
core-area_mm2 = 0.0132
pin_count = 53

[timing]
fin_crit_ns = 8.22
maxSlewViolCount = 0
slew_headroom = 0.291
setup_viol = 0
rsz0062_at_grt = false
hold_viol = 0
max_freq_mhz = 122
fin_tns_setup_ns = 0
period_used_share = 0.741
worst_slew_pin_slew_ns = 1.06

[cells_and_area]
final_cells = 807
lay_top_cells = nor2_1, a21oi_1, clkdlybuf4s50_1, inv_1
ff_latch_area_um2 = 0
n_clock_buffer = 0
drive_gt1_frac = 0.0539
area_delta_synth_final_pct = 14.1
flop-count = 0
fill_cells = 1419
lay_top_count = nor2_1

[routing]
ant_nets = 0
dr.first_iter.drc_count = 490
wl_met2_um = 6820
wl_met3_um = 1440
first_pass_iters = 5
post_drt_wl_per_cell_um = 19.1
num_vias = 4909
top_layer = met4
drc = 0
vias_per_cell = 6.08
wirelength_met1_um = 6870
antenna_cells = 0
wl_um = 15400

[clock_network]
cts_resized = 0
holdBufCountCts = 0
post_cts_buffers = 0

[placed_design]
placed_cells = 807
place_congestion = 0.919
place_hpwl_um = 11500
port_buffers = 53

[logic_synthesis]
synth_area_mm2 = 0.00404
syn_inst = 620
yosysSeqAreaShare = 0
yosys_cells = 620
yosys_warnings = 1
ys_chip_area_mm2 = 0.00404
ys_types = 76
postSynthAreaPerCell_um2 = 6.52

[flow_run]
cap_violations = 0
warning_count = 63

[min_path]
min_from = FuncCode[3]
worstHoldPathCells = 5
hold_end = C[0]
hold_class = input pin to primary output

[global_route]
grt_pass1_wl_um = 24900
grt_max_degree = 61
grt_pass1_vias = 4446
antenna_found_initial = 0
gr-usage-all-layers = 0.223
grt.overflow.total = 0

[power_and_ir_drop]
p_int_mw = 0.0953
power_mw = 0.221
power_frac_clock = 0
power_frac_seq = 0
switching_share = 0.570
p_per_area_mw_per_mm2 = 48.0
p_sw_mw = 0.126
peakVddDrop_mv = 0.0159
pwr-share-comb = 1.000
p_leak_nw = 1.83

[worst_setup_path]
path_cells = clkdlybuf4s50_1 -> inv_1 -> ha_1 -> o21ai_1 -> a221oi_1 -> nand2_1 -> a31oi_1 -> a31oi_1 -> xnor2_1 -> o32ai_1 -> clkdlybuf4s50_1
cp.arrival_ns = 6.00
cp.required_ns = 8.88
end_kind = primary output
slowest_delay_ns = 0.78
cp-start-kind = input pin
criticalPathCategory = input pin to primary output
slowest_stage = clkdlybuf4s50_1
critPathMaxFanout = 12

[status]
status = complete, no violations

worst max-delay path, delay by kind of cell:
family	cells	cell delay [ns]
compound gates	5	1.50
simple gates	1	0.17
xor+xnor	1	0.16
buf+inv	3	1.39
fa+ha+maj	1	0.55
how the worst max path moves through the flow:
stage | slack, ns | endpoint | cells past startpoint | start
CTS | 2.85 | C[14] | 11 | A[5]
global route | 2.62 | OverflowFlag | 11 | A[6]
finish | 2.88 | OverflowFlag | 11 | A[5]
synth_stat cells (10+ instances only):
master / count / share of area
nor2_1: 54 / 0.050
a21oi_1: 53 / 0.066
inv_1: 49 / 0.045
ha_1: 48 / 0.15
nand2_1: 48 / 0.045
o21ai_0: 45 / 0.056
buf_2: 24 / 0.030
o22ai_1: 21 / 0.032
xnor2_1: 20 / 0.043
clkbuf_1: 19 / 0.018
a22oi_1: 16 / 0.030
nor2b_1: 14 / 0.022
nand2b_1: 11 / 0.017
nor3_1: 11 / 0.014
a31oi_1: 10 / 0.015
layout make-up:
type	instances	area [um^2]	share of cell area
inverters	49	184	0.0399
well taps	176	220	0.0477
multi-input cells	520	3620	0.785
repair buffers	62	588	0.127
power by group through the flow:
stage	Clock [mW]	Sequential (mW)	Combinational (mW)
final	0	0	0.221
after global routing	0	0	0.242
after CTS	0	0	0.219
per-stage QoR:
stage	worst slack, ns	area [um^2]	util	hold WS [ns]
4_1_cts	2.85	4610	0.350	5.51
3_3_place_gp	2.87	4610	0.350	5.52
5_1_grt	2.62	4610	0.350	5.62
3_5_place_dp	2.86	4610	0.350	5.51
6_report	2.88	4610	0.350	5.51
2_1_floorplan	4.48	4040	-	4.52
per-layer routing:
metal	up-vias	track usage
met5	-	0
met4	0	0.0417
met3	29	0.0272
met2	267	0.343
met1	2265	0.334
li1	2348	-
cells by family after synthesis:
family	Yosys count	share of synthesized area
AOI/OAI and AO/OA	263	0.450
adders and majority gates	50	0.158
buffers and inverters	100	0.106
and+or+nand+nor	178	0.219
muxes	9	0.0232
xor gates and xnor gates	20	0.0433
Power figures rest on the tool's default switching activity, not on a simulated workload.
